## config.mk

```make
export PLATFORM = sky130hd
export DESIGN_NAME = uart_top
export DESIGN_NICKNAME = uart_top
export VERILOG_FILES = /design/flow/design.v
export SDC_FILE = /design/flow/constraint.sdc
export NUM_CORES = 4
export LEC_CHECK = 1
export CORE_UTILIZATION = 30
```

## constraint.sdc

```tcl
current_design uart_top

set clk_period 4.0
set clk_io_pct 0.2

create_clock -name clk0 -period $clk_period [get_ports {clk}]

set non_clock_inputs [all_inputs -no_clocks]
set_input_delay [expr $clk_period * $clk_io_pct] -clock clk0 $non_clock_inputs
set_output_delay [expr $clk_period * $clk_io_pct] -clock clk0 [all_outputs]
```

## design.v

```verilog
`timescale 1ns / 1ps
module uart_rx (
    input  wire       clk,        
    input  wire       rst,        
    input  wire       rx,         
    output reg [7:0]  rx_data,    
    output reg        rx_done     
);
    localparam integer BAUD_COUNT      = 10416;
    localparam integer HALF_BAUD_COUNT = 5208;
    localparam IDLE  = 3'b000;
    localparam START = 3'b001;
    localparam DATA  = 3'b010;
    localparam STOP  = 3'b011;
    localparam DONE  = 3'b100;
    reg [2:0] state;
    reg [13:0] baud_cnt;
    reg [2:0]  bit_cnt;
    reg [7:0]  shift_reg;
    always @(posedge clk or posedge rst) begin
        if (rst) begin
            state     <= IDLE;
            baud_cnt  <= 14'd0;
            bit_cnt   <= 3'd0;
            shift_reg <= 8'd0;
            rx_data   <= 8'd0;
            rx_done   <= 1'b0;
        end
        else begin
            rx_done <= 1'b0;   
            case (state)
                IDLE: begin
                    baud_cnt <= 14'd0;
                    bit_cnt  <= 3'd0;
                    if (rx == 1'b0) begin   
                        state <= START;
                    end
                end
                START: begin
                    if (baud_cnt == HALF_BAUD_COUNT - 1) begin
                        baud_cnt <= 14'd0;
                        if (rx == 1'b0) begin
                            state <= DATA;  
                        end
                        else begin
                            state <= IDLE;  
                        end
                    end
                    else begin
                        baud_cnt <= baud_cnt + 1'b1;
                    end
                end
              DATA: begin
              if (baud_cnt == BAUD_COUNT - 1) begin
                  baud_cnt <= 14'd0;
               shift_reg[bit_cnt] <= rx;
              if (bit_cnt == 3'd7) begin
                  bit_cnt <= 3'd0;
                  state <= STOP;
                 end
             else begin
                bit_cnt <= bit_cnt + 1'b1;
             end
          end
        else begin
            baud_cnt <= baud_cnt + 1'b1;
        end
      end
                STOP: begin
                    if (baud_cnt == BAUD_COUNT - 1) begin
                        baud_cnt <= 14'd0;
                        if (rx == 1'b1) begin
                            rx_data <= shift_reg;
                            state <= DONE;
                        end
                        else begin
                            state <= IDLE;  
                        end
                    end
                    else begin
                        baud_cnt <= baud_cnt + 1'b1;
                    end
                end
                DONE: begin
                    rx_done <= 1'b1;  
                    state <= IDLE;
                end
                default: state <= IDLE;
            endcase
        end
    end
endmodule
`timescale 1ns / 1ps
module uart_top (
    input  wire clk,
    input  wire rst,
    input  wire tx_start,
    input  wire [7:0] tx_data,
    output wire tx,           
    output wire [7:0] rx_data,
    output wire rx_done
);
    wire uart_line;
    uart_tx tx_inst (
        .clk      (clk),
        .rst      (rst),
        .tx_start (tx_start),
        .tx_data  (tx_data),
        .tx       (uart_line),
        .tx_busy  ()
    );
    uart_rx rx_inst (
        .clk     (clk),
        .rst     (rst),
        .rx      (uart_line),
        .rx_data (rx_data),
        .rx_done (rx_done)
    );
    assign tx = uart_line;
endmodule
`timescale 1ns / 1ps
module uart_tx(
    input wire clk,  
    input wire rst,   
    input wire tx_start,    
    input wire [7:0] tx_data,  
    output reg tx,         
    output reg tx_busy    
    );
    localparam integer BAUD_COUNT = 10416;  
    localparam IDLE = 2'b00;
    localparam START = 2'b01;
    localparam DATA = 2'b10;
    localparam STOP = 2'b11;
    reg [1:0] state;
    reg [13:0] baud_cnt;  
    reg [2:0] bit_cnt;   
    reg [7:0] shift_reg;  
     always@(posedge clk or posedge rst) begin
     if(rst) begin
        state <= IDLE;
        tx  <= 1'b1;  
        tx_busy <= 1'b0;
        baud_cnt <= 14'd0;
        bit_cnt <= 3'd0;
        shift_reg <= 8'd0;
     end
     else begin
        case(state)
            IDLE: begin
               tx <= 1'b1;
               tx_busy <= 1'b0;
               baud_cnt <= 14'd0;
               bit_cnt <= 3'd0;
               if(tx_start) begin
               shift_reg <= tx_data;
               tx_busy <= 1'b1;
               state <= START;
               end
           end
            START: begin
            tx<= 1'b0;  
            if(baud_cnt == BAUD_COUNT -1) begin
               baud_cnt <= 14'd0;
               state <= DATA;
             end
             else begin
                baud_cnt <= baud_cnt + 1'b1;
             end
           end
           DATA: begin
           tx <= shift_reg[0];  
           if(baud_cnt == BAUD_COUNT -1) begin
             baud_cnt <= 14'd0;
             shift_reg <= shift_reg >> 1;
              if(bit_cnt == 3'd7)begin
                 bit_cnt <= 3'd0;
                 state <= STOP;
              end
              else begin
                  bit_cnt <= bit_cnt + 1'b1;
              end
             end
             else begin 
                baud_cnt <= baud_cnt + 1'b1;
                 end
            end  
         STOP: begin
           tx<= 1'b1;  
           if(baud_cnt == BAUD_COUNT -1) begin
               baud_cnt <= 14'd0;
               state <= IDLE;
             end
           else begin
               baud_cnt <= baud_cnt + 1'b1;
            end
          end
        default : state <= IDLE;
      endcase
    end
  end
endmodule
```

## run.sh

```bash
#!/bin/bash
# OpenROAD 26Q1-2900-gdf79404cd8, Yosys 0.63+post, stock flow scripts
make -C /OpenROAD-flow-scripts/flow DESIGN_CONFIG=/design/flow/config.mk WORK_HOME=/design/flow/orfs finish
```

==> flow_metrics.py <==
# Auto-generated metrics
metrics = {
    "critical_path": {
        "cp-end-kind": "register",
        "crit_path_drt_ns": 4.28,
        "timing_worst_setup_path_type": "reg -> reg",
        "r2r-start": "tx_inst.baud_cnt[9]",
        "start_kind": "register",
        "worst_setup_path_startpoint": "tx_inst.baud_cnt[9]",
        "critPathMaxFanout": 16,
        "critPathArrivalTime_ns": 2.80,
    },
    "sta": {
        "hold_viol": 0,
        "report.final.setup_viol": 0,
        "maxSlewViolCount": 0,
        "worst-slew-pin-transition_ns": 0.744,
        "rsz0062_at_grt": "no",
        "timing.final.crit_share_pct": 63.1,
        "fmax_ghz": 0.396,
        "clock-skew-final_ns": 0.0145,
        "layout_setup_ws_ns": 1.48,
        "final.min_clock_period_ns": 2.52,
        "setup_total_negative_slack_ns": 0,
        "timing.slew.headroom_pct": 50.0,
    },
    "power_and_ir_drop": {
        "finalPower_uw": 1400,
        "power_density_mw_per_mm2": 355,
        "ir_drop_v": 0.000159,
        "power.leakage_uw": 0.00170,
    },
    "routing": {
        "initialDrtViolationCount": 110,
        "num_vias": 2423,
        "drt_drc_violations_left": 0,
        "drtPass1Iterations": 6,
        "route.final.wire_length_um": 6300,
        "detail_route.wl_per_cell_um": 12.7,
        "post_dr_vias_cell": 4.90,
        "antenna_left": 0,
        "antennaDiodeCount": 0,
    },
    "global_route": {
        "number_of_antenna_violations_at_the_first_check_in_global_routing": 0,
        "wire_length_of_the_first_global_routing_pass_um": 11300,
        "total_congestion_overflow": 0,
        "grt_max_degree": 45,
        "groute.usage.overall_pct": 12.3,
        "first_global_vias": 2347,
    },
    "clocking": {
        "tritoncts": "done",
        "cts_repair_resize_count": 0,
        "cts.reportedPaths.clkPinSlew_ns": 0.08,
        "clock_latency_ns": 0.34,
        "hold_buffers": 0,
        "cts_post_setup_buffers_inserted": 0,
        "cts.path.max_buffers": 2,
        "tritoncts.num_buffers": 9,
        "ctsRootBufferMaster": "clkbuf_8",
        "cts_sinks": 69,
        "ctsHtreeMaxLevel": 3,
    },
    "logic_synthesis": {
        "synth_chip_area_sq_mm": 0.00338,
        "ys_seq_elements": 69,
        "syn-instance-count": 323,
        "commonest_cells_in_the_netlist": "dfrtp_1 (66), nor2_1 (38), o21ai_0 (25)",
        "ys_seq_share_pct": 51.2,
        "netlist_area_sq_mm": 0.00338,
        "yosys_cells": 323,
        "yosys.cell_types.count": 45,
        "cell_taking_the_most_area_after_synthesis": "dfrtp_1",
        "yosys.area.top_type_share_pct": 48.9,
        "netlist.top_cell.by_instances": "dfrtp_1",
        "synth_top_flop_cell": "dfrtp_1",
        "area_leaders": "dfrtp_1 (49%), nor2_1 (4.2%), mux2_2 (4.0%), o21ai_0 (3.7%), ha_1 (3.3%)",
        "synth_async_sr_flop_share_pct": 100,
        "syn_area_per_cell_sq_um": 10.5,
        "enable_flop_cells": 0,
        "yosys_warnings": 2,
    },
    "floorplanning": {
        "floorplan.core_area_sq_mm": 0.0109,
        "fp_util_pct": 31.0,
        "rows": 38,
        "ioPinCount": 21,
        "die_area_sq_mm": 0.0117,
        "die-height_um": 108,
        "die_x_um": 108,
    },
    "status": {
        "outcome": "complete, no violations",
    },
    "run": {
        "log.warning_count": 28,
        "maxCapViolCount": 0,
    },
    "finish": {
        "top_regs": "rx_inst.baud_cnt x14, tx_inst.baud_cnt x14",
        "area.growth.synth_to_final_pct": 16.6,
        "final_layout_size_suffix_gt1_share_pct": 13.0,
        "num-fill-cells": 1060,
    },
    "min_path": {
        "hold_crit_path_type": "reg -> reg",
        "min-delay-start": "rx_inst.state[1]",
    },
    "placement": {
        "detailedPlacementHpwl_um": 4110,
        "gp_congestion": 0.857,
        "post_place_worst_slack_ns": 1.51,
        "place.port_buffers": 20,
    },
}
[metal layers]
layer	track usage (%)	routed length, um
met5	0	0
met4	1.86	71
met3	2.27	262
met2	18.4	2800
met1	19.3	3160
[worst paths after layout]
kind	depth (start not counted)	slack, ns	to
worst max-delay path	5	1.48	tx_inst.shift_reg[2]
worst min-delay path	0	0.38	rx_inst.rx_done
worst max register to register	5	1.48	tx_inst.shift_reg[2]
worst min register to register	0	0.38	rx_inst.rx_done
max in group asynchronous	3	2.65	tx_inst.tx
min in group asynchronous	2	0.61	rx_inst.rx_done
[per-stage QoR]
step	util, %	instance area [sq um]	instances	hold WS (ns)
after global routing	36.2	3940	494	0.405
after detailed placement	34.4	3740	478	0.367
after global placement	34.4	3740	478	0.363
after floorplan	-	3380	323	0.355
final	36.2	3940	494	0.383
after CTS	36.2	3940	494	0.388
[kinds of logic after synthesis]
logic type	after synthesis	share of synthesized area, %
buffers and inverters	25	3.11
XOR/XNOR	18	4.67
flip-flops	69	51.2
multiplexers	21	6.71
AND/OR/NAND/NOR	117	18.5
AND-OR/OR-AND	64	12.5
adder cells (fa/ha/maj)	9	3.33
[where the power goes]
group	leakage, uW	internal [uW]	switching (uW)
registers	0.000923	724	22.9
clock network	0.0000960	290	283
logic	0.000679	34.4	41.2
total	0.00170	1050	347
[area by class of cell]
cell class / count / area [sq um] / area share, %
flip-flops and latches: 69 / 1730 / 43.9
clock inverters: 7 / 72.6 / 1.84
inverters: 15 / 56.3 / 1.43
multi-input cells: 229 / 1540 / 39.1
clock buffers: 9 / 124 / 3.15
well taps: 140 / 175 / 4.45
repair buffers: 25 / 238 / 6.04
[cells in the final DEF (no fill, tap or decap), types with 3 or more instances in the layout]
cell type         n
a21oi_1          10
a22o_1           11
a31oi_1           6
and3_1            8
buf_4             5
clkbuf_8          9
clkdlybuf4s50_1  20
dfrtp_1          66
dfstp_2           3
ha_1              9
inv_1            14
mux2_2           12
mux2i_1           8
nand2_1          22
nand3_1          14
nand3b_1          3
nand4_1           3
nand4bb_1         3
nor2_1           38
nor3_1            6
nor4_1            4
o21ai_0          25
or4_1             3
xnor2_1          10
xor2_1            8
[critical path, stage by stage, from the launching register on]
cell and delay [ns]:
dfrtp_1 0.42, or4_1 0.51, or4_4 0.63, a211oi_4 0.66, nor2_1 0.12, a21oi_2 0.13
No activity file was given, so power comes from the tool's default toggle rates.
